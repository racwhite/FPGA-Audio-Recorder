===== design/flow/config.mk =====
export PLATFORM = sky130hd
export DESIGN_NAME = timer
export DESIGN_NICKNAME = timer
export VERILOG_FILES = /design/flow/design.v
export SDC_FILE = /design/flow/constraint.sdc
export NUM_CORES = 4
export LEC_CHECK = 1
export CORE_AREA = 10 10 101 101
export DIE_AREA = 0 0 111 111

===== design/flow/constraint.sdc =====
current_design timer

set clk_period 2.8
set clk_io_pct 0.2

create_clock -name clk0 -period $clk_period [get_ports {doneSignal}]

set non_clock_inputs [all_inputs -no_clocks]
set_input_delay [expr $clk_period * $clk_io_pct] -clock clk0 $non_clock_inputs
set_output_delay [expr $clk_period * $clk_io_pct] -clock clk0 [all_outputs]

===== design/flow/design.v =====
`timescale 1ns / 1ps
module timer(
    input enable_i_rec, enable_i_play,
    input doneSignal,
    input reset,
    output reg done  
    );
    reg [16:0] counter;
    initial begin
        counter <= 0;
    end
    always @(posedge doneSignal, posedge reset)
    begin
        if(reset)
        begin
            done <= 0;
            counter <= 0;
        end
        else if(enable_i_rec || enable_i_play)
            begin
                if(counter == 2 * 1000)
                begin
                    done <= 1;
                    counter <= 0;
                end
                else
                begin
                    counter <= counter + 1;
                end            
            end
         else
         begin
            counter <= 0;
            done <= 0;
         end
    end    
endmodule

===== design/flow/run.sh =====
#!/bin/bash
# OpenROAD 26Q1-2900-gdf79404cd8, Yosys 0.63+post, stock flow scripts
make -C /OpenROAD-flow-scripts/flow DESIGN_CONFIG=/design/flow/config.mk WORK_HOME=/design/flow/orfs finish

==> impl_metrics.tcl <==
# place-and-route summary
set metrics [dict create \
    hold_path_class "reg -> reg" \
    core_um2 8134 \
    drive_gt1_share_pct 6.000 \
    ys_types 23 \
    cp.required_ps 2920 \
    gr-total-overflow 0 \
    clockBufferDepth 2 \
    drt_first_pass_iters 4 \
    period_needed_ps 2073 \
    synth_stat.cells 94 \
    cts-hold-fix-buffers 0 \
    cts_buffers 3 \
    cellLeakagePower_nw 0.4262 \
    io_pins 5 \
    ys_ff 18 \
    status "finished clean" \
    clockRootBuffer "clkbuf_8" \
    antenna_found_initial 0 \
    p_per_area_nw_per_um2 503.7 \
    largest_area_cell "dfrtp_1" \
    worst_slew_margin_rel_pct 54.58 \
    period_used_pct 74.05 \
    synthDominantCellAreaShare_pct 49.05 \
    hold_violations 0 \
    syn_area_um2 918.4 \
    placed_cell_area_um2 1079 \
    dp_cells 202 \
    die.size.y_um 111 \
    ctsResizeCount 0 \
    preCtsSetupSlack_ps 730.5 \
    start_kind "register" \
    vias 653 \
    setup_viol 0 \
    post_cts_buffers 0 \
    ant_nets 0 \
    final_area_um2 1120 \
    area_leaders "dfrtp_1, xnor2_1, nor2_1" \
    maxSlewViolCount 0 \
    crit_type "reg -> reg" \
    grt_pass1_vias 617 \
    final_layout_top_logic_cells "nor2_1, dfrtp_1, xnor2_1" \
    drt-initial-drc-count 71 \
    fin_setup_tns_ps 0 \
    tool_warnings 26 \
    finalNonFillerCells 205 \
    io_buffers 4 \
    wl_per_cell_um 8.054 \
    numClockSinks 18 \
    hpwl_mm 1.168 \
    arrival_ps 2190 \
    rows 33 \
    rsz0062_at_grt "no" \
    yosysSeqAreaShare_pct 49.05 \
    wl_mm 1.651 \
    cts_tree "built" \
    die-area_um2 12320 \
    chipWidth_um 111 \
    fin_util_pct 13.77 \
    whs_ps 505.6 \
    skew_ps 2.541 \
    floorplan.core_util_pct 11.29 \
    postSynthAreaPerCell_um2 9.770 \
    area_delta_synth_final_pct 21.93 \
    finalWeightedCongestion 0.7469 \
    drcViolationCount 0 \
    tightest_slew_ps 680.6 \
    cts.clk_slew.worst_paths_ps 60 \
    finalWorstSetupSlack_ps 726.7 \
    timing.fmax_mhz 482.3 \
    grt_pass1_wl_mm 2.980 \
    antennaDiodeCount 0 \
    ctsHtreeMaxLevel 1 \
    cap_violations 0 \
    synth_warnings 1 \
    peakVddDrop_mv 0.1658 \
    cp_max_fo 17 \
    worstSetupEndpointType "register" \
    netlist_instances 94 \
    clock_latency_ps 250 \
    grt_usage_pct 2.777 \
    ys_area_um2 918.4 \
    vias_per_cell 3.185 \
    grt_max_degree 19 \
    power_mw 0.5640 \
]
## registers in the layout, indices dropped and copies added (netlist names)
signal,cells
counter,17
done,1
## Yosys cell counts (all sizes together)
cell type  count
a21oi          1
and2           1
and4           1
buf            1
dfrtp         18
ha             2
inv            7
nand2          6
nand3          4
nand4          5
nor2          18
nor3           3
nor4           4
o21ai          1
o22a           1
o22ai          1
or2            1
or3            2
or4            2
or4b           1
xnor2          9
xor2           5
## critical path: stages, from the launching register on
cell	delay [ps]
dfrtp_1	420
or4b_1	520
or4_4	510
o22ai_4	380
nor2_1	110
## where the power goes
group          leakage (nW)  internal [mW]  switching [mW]
clock                0.0216         0.0954          0.0811
sequential            0.247          0.280          0.0278
combinational         0.158         0.0359          0.0437
## area by class of cell
class	count	area, um2
inverter	7	26.28
fill	896	7014
clock buffer	3	41.29
multi-input combinational	68	430.4
tap	105	131.4
sequential	18	450.4
timing repair buffer	4	40.04
## worst paths after layout
kind,startpoint,end,slack (ps),cells past startpoint
max in group asynchronous,reset,counter[6]$_DFF_PP0_,1630,2
min,counter[0]$_DFF_PP0_,counter[0]$_DFF_PP0_,510,1
max reg2reg,counter[11]$_DFF_PP0_,counter[3]$_DFF_PP0_,730,4
max,counter[11]$_DFF_PP0_,counter[3]$_DFF_PP0_,730,4
min reg2reg,counter[0]$_DFF_PP0_,counter[0]$_DFF_PP0_,510,1
min in group asynchronous,reset,counter[9]$_DFF_PP0_,740,2
## layer usage
metal | vias to the layer above | share of wire, % | global-route usage (%)
met5 | - | 0 | 0
met4 | 0 | 2.3 | 0.6076
met3 | 2 | 5.3 | 1.204
met2 | 10 | 40 | 3.538
met1 | 308 | 52 | 4.135
li1 | 333 | - | -
## logic make-up after synthesis
logic type / Yosys count / synth area share [%]
simple gates: 48 / 26.57
xor+xnor: 14 / 13.35
compound gates: 4 / 4.223
fa+ha+maj: 2 / 2.724
flops: 18 / 49.05
buf+inv: 8 / 4.088
Power figures rest on the tool's default switching activity, not on a simulated workload.
