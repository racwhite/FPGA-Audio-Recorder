**./run.sh**
```bash
#!/bin/bash
# OpenROAD 26Q1-2900-gdf79404cd8, Yosys 0.63+post, stock flow scripts
make -C /OpenROAD-flow-scripts/flow DESIGN_CONFIG=/design/flow/config.mk WORK_HOME=/design/flow/orfs finish
```
**./config.mk**
```make
export PLATFORM = sky130hd
export DESIGN_NAME = SevenSegmentDisplay
export DESIGN_NICKNAME = SevenSegmentDisplay
export VERILOG_FILES = /design/flow/design.v
export SDC_FILE = /design/flow/constraint.sdc
export NUM_CORES = 4
export LEC_CHECK = 1
export CORE_UTILIZATION = 30
```
**./constraint.sdc**
```tcl
current_design SevenSegmentDisplay

set clk_period 4.7
set clk_io_pct 0.2

create_clock -name clk0 -period $clk_period [get_ports {clock}]

set non_clock_inputs [all_inputs -no_clocks]
set_input_delay [expr $clk_period * $clk_io_pct] -clock clk0 $non_clock_inputs
set_output_delay [expr $clk_period * $clk_io_pct] -clock clk0 [all_outputs]
```
**./design.v**
```verilog
`timescale 1ns / 1ps
module ClockScalar(
        input reset, clock,
        output reg scaled_clk
    );
    reg [27:0] counter;
    always @( posedge clock or posedge reset)
    begin
        if(reset)
         begin
            scaled_clk <= 0;
            counter <= 0;
         end
        else
            begin
                counter <= counter + 1;
                if (counter == 50)  
                    begin 
                        counter <= 0;
                        scaled_clk <= ~scaled_clk;
                     end end end
endmodule
`timescale 1ns / 1ps
module SevenSegmentDisplay(
    input clock, reset, record_N, play_N,
    output AN0,AN1,AN2,AN3,AN4,AN5,AN6,AN7,a,b,c,d,e,g);
parameter zeroMoore = 1'b0, oneMoore = 1'b1;
reg stateMoore_current, stateMoore_next;
reg AN0_next,AN1_next,a_next,b_next,c_next,d_next,e_next,g_next;
ClockScalar newClock(reset,clock , scaled_clock);
assign AN2 = 1;
assign AN3 = 1;
assign AN4 = 1;
assign AN5 = 1;
assign AN6 = 1;
assign AN7 = 1;
always @(posedge scaled_clock or posedge reset)
begin
if(reset)
    begin
    stateMoore_current <= zeroMoore;
    AN0 <= 1;
    AN1 <= 1;
    a <=1;
    b <=1;
    c <=1;
    d <=1;
    e <=1;
    g <=1;
    end
else
    begin
    stateMoore_current <= stateMoore_next;
    AN0 <= AN0_next;
    AN1 <= AN0_next;
    a <= a_next;
    b <= b_next;
    c <= c_next;
    d <= d_next;
    e <= e_next;
    g <= g_next;
    end
end
always@(*)
begin
    stateMoore_next = stateMoore_current;
    AN0_next = AN0;
    AN1_next = AN1;
    a_next = a;
    b_next = b;
    c_next = c;
    d_next = d;
    e_next = e;
    g_next = g;
case(stateMoore_current)
zeroMoore:
begin
    stateMoore_next = oneMoore;
    AN0_next = 1;
    AN1_next = 0;
    if(playNumber == 1)
        begin
        a_next = 0;
        b_next = 0;
        c_next = 1;
        d_next = 0;
        e_next = 0;
        g_next = 0;
        end
    else
        begin
        a_next = 1;
        b_next = 0;
        c_next = 0;
        d_next = 1;
        e_next = 1;
        g_next = 1;
        end
end
oneMoore:
begin
    stateMoore_next = zeroMoore;
    AN0_next = 0;
    AN1_next = 1;
    if(record_N == 1)
        begin
        a_next = 0;
        b_next = 0;
        c_next = 1;
        d_next = 0;
        e_next = 0;
        g_next = 0;
        end
    end
endcase
end
endmodule
```
==> deck_impl_summary.md <==
Physical Implementation Snapshot

Detailed routing
  – Routed WL: ~2400 um
  – Residual DRC: 0
  – Routed vias/inst: approximately 4.5
  – TritonRoute pass-1 iters: 4
  – Routed WL per cell: roughly 11 um
  – 1st-iter DRT viols: approximately 55
  – Via count: between 900 and 1,000
  – Antenna Cells: 0
  – DRT antenna net count: 0

Setup path
  – R2r setup slk: around 2.6 ns
  – Reg-to-reg endpoint: newClock.counter[24]
  – Setup CP Type: flop to flop
  – Worst Setup End Kind: flop
  – Worst Path Arrival: 2.24 ns
  – Reg2Reg Depth: 5
  – Crit path DRT: 4.86 ns
  – Worst Path Max Fanout: 7
  – R2r startpoint: newClock.counter[0]
  – Crit path launch type: flop

Power and ir drop
  – Total chip power: approximately 0.46 mW
  – Power density over the cells: 266 mW/mm2
  – Maximum vdd drop: between 0.1 and 0.15 mV
  – Clk network pwr share: 43.7%
  – Seq pwr share: a little over half
  – Comb power frac: 1.6%
  – Pleak: about 0.78 nW
  – Net switching power figure: approximately 0.090 mW
  – Pint: 0.368 mW
  – Switching Share: between 10% and 20%

Global route
  – Total GRT Usage: a little over a tenth
  – Total global routing overflow: 0
  – Initial antenna violation count: 0
  – First-pass GRT wire length: between 4000 and 5000 um
  – Vias in the first global route: ~990
  – Largest net degree at the start of global routing: 33

Die
  – CORE AREA: about 0.0048 mm2
  – Die ar.: between 0.005 and 0.006 mm2
  – Die Span Y: about 73 um
  – Die Wd: 73.3 um
  – Num rows: 25
  – Starting Density: around a third
  – IO Pins: 18

Synthesis
  – Primary FF master, synth: dfrtp_1
  – Post-synth EDFFs: 0
  – # Cells Yosys: approximately 140
  – Post-synth regs: 32
  – YS warnings: 21
  – YS chip area: between 0.0015 and 0.002 mm2
  – Cell Area, Synth: about 0.0015 mm2
  – Gate Count Post-Synth: 139
  – Seq share, synth: between 50% and 60%
  – Unique cell types: 26
  – Syn avg cell area: about 11 um2
  – Ys async rst share: 100%

Cells and area
  – Synth-to-Final Area Change: 12.6%
  – Fill count: 492
  – Layout cells sized above 1: under 10%

Timing
  – Clock Skews: 0.00468 ns
  – Worst relative slew slack: a little under half
  – Final setup viols: 0
  – Slew @ Worst Pin: 0.782 ns
  – Fmax: about 480 MHz
  – Final worst-path cycle share: 44.2%
  – Endpoints left unconstrained: 10
  – TNS Setup: 0 ns
  – Final number of hold-violating endpoints: 0
  – Min Tclk post-route: just over 2 ns
  – Count of unclocked register or latch pins: 3
  – RSZ-0062 raised after global routing: no
  – Slew Viols, Final: 0

Flow run
  – OpenROAD warnings: 27
  – MaxCap Viol Count: 0

Place
  – GP Congestion: just under 0.8
  – Final HPWL DP: 1720 um
  – PortBufs: 9

Clocking
  – Clk root buf: clkbuf_8
  – Post-CTS setup buffer count: 0
  – Clock edge transition at the registers on the reported setup and hold paths: 0.06 ns
  – CTS buffer count: 5
  – Clock latency (worst-skew pair): approximately 0.28 ns
  – # resized after CTS: 0
  – CTS tree: done
  – H-tree depth: 2
  – Cts hold-fix bufs: 0
  – Clock buffer depth: 2

Min path
  – WHS Path Cells: 1
  – HP Class: flop to flop
  – Hold Startpoint: newClock.counter[27]
  – Hold EP: newClock.counter[27]

Status
  – Status: finished, final reports clean
-- worst max-delay path by stage --
stage                       to  slack (ns)                 from
5_1_grt   newClock.counter[20]        2.50  newClock.counter[0]
4_1_cts   newClock.counter[24]        2.66  newClock.counter[0]
6_report  newClock.counter[24]        2.62  newClock.counter[0]
-- layer usage --
metal,vias to the layer above,track usage [%],share of wire (%)
met5,-,0,0
met4,0,1.71,0.86
met3,2,4.02,5.5
met2,26,16.0,44
met1,469,15.2,49
li1,471,-,-
-- power groups by stage --
stage	sequential [mW]	combinational (mW)	clock (mW)
6_report	0.250	0.00739	0.200
4_1_cts	0.250	0.00798	0.206
5_1_grt	0.250	0.00913	0.220
-- registers in the layout (all words and copies together), names as in the netlist --
register / count
b: 1
newClock.scaled_clk: 1
stateMoore_current: 1
AN1: 1
newClock.counter: 28
-- cell usage after synthesis (3+ instances only) --
cell type / instances / area [um2]
and3_1: 4 / 25.0
buf_4: 12 / 90.1
dfrtp_1: 30 / 751
inv_1: 5 / 18.8
nand2_1: 5 / 18.8
nand3_1: 14 / 70.1
nand4_1: 8 / 50.1
nor2_1: 10 / 37.5
nor3_1: 3 / 15.0
nor4_1: 3 / 18.8
xnor2_1: 20 / 175
xor2_1: 7 / 61.3
-- area by class of cell --
type	instances	area, um2	share of cell area, %
repair buffers	10	97.6	5.68
inverters	5	18.8	1.09
multi-input cells	94	628	36.6
well taps	67	83.8	4.88
flip-flops and latches	32	803	46.8
clock buffers	7	86.3	5.03
-- layout by cell type (no fill, tap or decap), drive strengths merged --
cell / n
xor2: 7
nand2: 5
nor4b: 1
ha: 2
xnor2: 20
and2: 1
dfrtp: 30
nor4: 4
and3: 5
nor3: 5
dfstp: 2
inv: 5
nor2: 10
buf: 1
and4: 2
or4: 2
nor3b: 1
clkdlybuf4s50: 9
nand3: 14
clkbuf: 7
nand4: 8
conb: 7
-- critical path, cell delays in order, from the launching register on --
cell and delay [ns]:
dfrtp_1 0.42, ha_1 0.21, nand3_1 0.21, nor4_2 0.75, nand4_1 0.20, xnor2_1 0.16
-- per-stage QoR --
stage	instance area, um2	std cells	worst slack, ns	utilization (%)	hold WS (ns)
final	1720	215	2.62	35.7	0.476
after global routing	1720	215	2.50	35.7	0.510
after CTS	1720	215	2.66	35.7	0.481
after detailed placement	1630	208	2.68	33.9	0.471
after global placement	1630	208	2.69	33.9	0.466
after floorplan	1550	145	2.90	-	0.447
-- logic make-up after synthesis --
group | count (synthesis) | synth area share (%)
xor gates and xnor gates | 27 | 15.5
and+or+nand+nor | 58 | 22.3
buffers and inverters | 19 | 7.63
adders and majority gates | 2 | 1.64
other | 1 | 0.246
DFF | 32 | 52.7
Power figures rest on the tool's default switching activity, not on a simulated workload.
