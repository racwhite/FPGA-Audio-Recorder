**design/flow/run.sh**
```bash
#!/bin/bash
# OpenROAD 26Q1-2900-gdf79404cd8, Yosys 0.63+post, stock flow scripts
make -C /OpenROAD-flow-scripts/flow DESIGN_CONFIG=/design/flow/config.mk WORK_HOME=/design/flow/orfs finish
```
**design/flow/config.mk**
```make
export PLATFORM = sky130hd
export DESIGN_NAME = serializer
export DESIGN_NICKNAME = serializer
export VERILOG_FILES = /design/flow/design.v
export SDC_FILE = /design/flow/constraint.sdc
export NUM_CORES = 4
export LEC_CHECK = 1
export CORE_AREA = 10 10 70 70
export DIE_AREA = 0 0 80 80
```
**design/flow/constraint.sdc**
```tcl
current_design serializer

set clk_period 2.7
set clk_io_pct 0.2

create_clock -name clk0 -period $clk_period [get_ports {clock}]

set non_clock_inputs [all_inputs -no_clocks]
set_input_delay [expr $clk_period * $clk_io_pct] -clock clk0 $non_clock_inputs
set_output_delay [expr $clk_period * $clk_io_pct] -clock clk0 [all_outputs]
```
**design/flow/design.v**
```verilog
`timescale 1ns / 1ps
module serializer(
        input clock, reset, enable,
        output reg done,  
        input [15:0] data_i,  
        output reg pdm_audio_o,  
        output pdm_sdaudio_o  
    );
reg [4:0] counter;
assign pdm_sdaudio_o = 1;
always@(posedge clock or posedge reset) begin
    begin
        if (reset)
            begin
                counter <= 0;
                done <= 0;
            end
        else if (enable)
        begin
        if (counter == 15) 
            begin
                counter <= 0;
                done <= 1;
                pdm_audio_o <= data_i[0];
            end
            else
            begin
                counter <= counter+1;
                pdm_audio_o <= data_i[15-counter];
                done <= 0;
            end
        end
        else
        begin
            done <= 0;
            counter <= 0;
            pdm_audio_o <= 0;
        end
    end
end
endmodule
```
==> impl_metrics.env <==
# flow metrics
export IMPL_fmax_mhz=567
export IMPL_drcViolationCount=0
export IMPL_rr_worst_depth=4
export IMPL_synth_avg_cell_area_sq_um=10.5
export IMPL_clock_root_buffer="clkbuf_4"
export IMPL_chip_area_sq_um=6400
export IMPL_final_util_pct=21.0
export IMPL_cp_max_fo=1
export IMPL_drt_iter0_drc=26
export IMPL_end_kind="flip-flop"
export IMPL_synth_area_sq_um=460
export IMPL_die_x_um=80
export IMPL_stdcell_count=110
export IMPL_period_needed_ns=1.76
export IMPL_core_sq_um=3420
export IMPL_met2_usage_pct=6.10
export IMPL_register_area_sq_um=180
export IMPL_postCtsHoldBufs=0
export IMPL_r2r_end="pdm_audio_o"
export IMPL_power_density_nw_per_um2=384
export IMPL_viasPerCell=3.39
export IMPL_slew_violations=0
export IMPL_routabilityCongestion=0.781
export IMPL_numSynthFlops=7
export IMPL_power_leakage_nw=0.285
export IMPL_busiest_layer="met2"
export IMPL_hold_viol=0
export IMPL_cts_sinks=7
export IMPL_postSynthCellCount=44
export IMPL_tritoncts="yes"
export IMPL_peakVddDrop_mv=0.0707
export IMPL_critPathKind="in2reg"
export IMPL_cp_startpoint="data_i[12]"
export IMPL_p_total_uw=275
export IMPL_ctsHtreeMaxLevel=1
export IMPL_rsz0062_at_grt="false"
export IMPL_cts_setup_buffers=0
export IMPL_ys_area_sq_um=460
export IMPL_cts_buffer_depth=2
export IMPL_multiInputGateArea_sq_um=244
export IMPL_hold_class="in2async"
export IMPL_path_clk_slew_ns=0.05
export IMPL_finClkSkew_ns=0.00350
export IMPL_num_io_pins=22
export IMPL_dp_cells=106
export IMPL_insertion_delay_ns=0.25
export IMPL_grt_use_met1_pct=4.50
export IMPL_wl_per_cell_um=10.8
export IMPL_endpoint="pdm_audio_o"
export IMPL_drv_cap=0
export IMPL_r2r_start="counter[0]"
export IMPL_post_cts_resize_count=0
export IMPL_ys_cells=44
export IMPL_yosysUniqueCellTypes=26
export IMPL_port_buffers=20
export IMPL_antenna_found_initial=0
export IMPL_ant_nets=0
export IMPL_setup_worst_path_start_class="primary input"
export IMPL_dr_pass1_iters=4
export IMPL_fin_tns_setup_ns=0
export IMPL_worstPathArrival_ns=1.75
export IMPL_grt_usage_pct=3.90
export IMPL_yosysSeqAreaShare_pct=39.1
export IMPL_rrSetupSlack_ns=1.00
export IMPL_drive_above_1_share_pct=9.38
export IMPL_wirelength_mm=1.19
export IMPL_warnings=25
export IMPL_fp_util_pct=13.5
export IMPL_die_h_um=80
export IMPL_fin_crit_sh_pct=65.4
export IMPL_critical_path_required_ns=2.69
export IMPL_overflow=0
export IMPL_status="completed"
export IMPL_syn2layout_area_growth_pct=55.4
export IMPL_dpl_hpwl_mm=1.00
export IMPL_holdWs_ns=0.520
export IMPL_num_vias=373
export IMPL_cts_buffers=3
export IMPL_yosys_warnings=1
export IMPL_grt_pass1_wl_mm=1.97
export IMPL_grtUsageMet3_pct=2.27
export IMPL_grt_pass1_vias=411
export IMPL_grt_max_degree=10
export IMPL_antennaDiodeCount=0
export IMPL_fillCellCount=374
export IMPL_num_rows=21
export IMPL_setup_viol=0
==> flip-flops by register name, summed over array words and instances, names as in the netlist <==
name / count
counter: 5
done: 1
pdm_audio_o: 1
==> placed cells by master (no fill, tap or decap), types with 2 or more instances in the layout <==
cell type	n
clkdlybuf4s50_1	20
dfrtp_1	6
mux2i_1	4
nand3_1	3
nor2_1	3
nor2b_1	3
clkbuf_4	3
o21ai_0	2
xor2_1	2
inv_1	2
==> cells by family (layout without fill, tap and decap cells) <==
| group | count (synthesis) | count (layout) | synth area share [%] |
|---|---|---|---|
| buffers and inverters | 6 | 26 | 7.88 |
| and+or+nand+nor | 13 | 13 | 15.8 |
| muxes | 7 | 7 | 18.5 |
| adders and majority gates | 1 | 1 | 2.72 |
| other | 1 | 1 | 0.814 |
| DFF | 7 | 7 | 39.1 |
| xor gates and xnor gates | 2 | 2 | 3.81 |
| AOI/OAI and AO/OA | 7 | 7 | 11.4 |
==> through the flow <==
stage	cell area, sq um	setup slack (ns)
final	716	0.935
after floorplan	460	1.14
after detailed placement	689	0.676
after CTS	716	0.941
after global placement	689	0.702
after global routing	716	0.904
==> cell usage after synthesis <==
master	count	area share, %
buf_6	1	2.4
or2b_1	1	1.6
o22ai_1	1	1.4
a311o_1	1	2.2
buf_2	2	2.2
nor2_1	3	2.4
a21oi_2	1	1.9
mux2i_1	4	8.7
o21ai_0	2	2.2
nand3_1	3	3.3
and3_1	1	1.4
conb_1	1	0.81
o2111ai_1	1	1.9
buf_4	1	1.6
nand3b_1	1	1.6
nor2b_1	3	4.1
and2_1	1	1.4
edfxtp_1	1	6.5
inv_1	2	1.6
xor2_1	2	3.8
dfrtp_1	6	33
mux2_2	1	2.4
mux4_2	1	4.9
a2bb2oi_1	1	1.9
mux2_1	1	2.4
ha_1	1	2.7
==> critical path, stage by stage <==
cell and delay (ns):
clkdlybuf4s50_1 0.39, mux4_2 0.46, o22ai_1 0.15, a311o_1 0.16
a21oi_2 0.06
==> metal layers <==
metal / vias to the layer above / part of all wire, %
li1: 196 / -
met1: 160 / 44
met2: 15 / 45
met3: 2 / 9.8
met4: 0 / 0.84
met5: - / 0
==> worst min path at each step <==
stage     cells past startpoint  slack (ns)         end
6_report                      2        0.52        done
5_1_grt                       2        0.53        done
4_1_cts                       2        0.52  counter[2]
==> report_power, final <==
group | switching [mW] | internal (mW) | leakage, nW
logic | 0.0166 | 0.0438 | 0.178
clock network | 0.0348 | 0.0561 | 0.0150
registers | 0.0106 | 0.113 | 0.0915
total | 0.0621 | 0.213 | 0.285
==> final cells by class <==
class | instances | area share, %
multi-input combinational | 31 | 34.1
timing repair buffer | 20 | 28.0
sequential | 7 | 25.2
tap | 46 | 8.04
clock buffer | 4 | 3.67
inverter | 2 | 1.05
No activity file was given, so power comes from the tool's default toggle rates.
